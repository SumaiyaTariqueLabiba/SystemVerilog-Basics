### flow/config.mk
export PLATFORM = sky130hd
export DESIGN_NAME = adder_design
export DESIGN_NICKNAME = adder_design
export VERILOG_FILES = /design/flow/design.v
export SDC_FILE = /design/flow/constraint.sdc
export NUM_CORES = 4
export LEC_CHECK = 1
export CORE_AREA = 10 10 70 70
export DIE_AREA = 0 0 80 80
### flow/constraint.sdc
current_design adder_design

set clk_period 5.8
set clk_io_pct 0.2

create_clock -name clk0 -period $clk_period

set non_clock_inputs [all_inputs -no_clocks]
set_input_delay [expr $clk_period * $clk_io_pct] -clock clk0 $non_clock_inputs
set_output_delay [expr $clk_period * $clk_io_pct] -clock clk0 [all_outputs]
### flow/design.v
module adder_design(input logic [7:0] a,
 input logic [7:0] b,
 input logic c_in,
 output logic [7:0] sum,
 output logic c_out);
 assign {c_out, sum}=a+b+c_in;
endmodule: adder_design
### flow/run.sh
#!/bin/bash
# OpenROAD 26Q1-2900-gdf79404cd8, Yosys 0.63+post, stock flow scripts
make -C /OpenROAD-flow-scripts/flow DESIGN_CONFIG=/design/flow/config.mk WORK_HOME=/design/flow/orfs finish
==> results.txt <==
Synthesis and PnR results.

- The run finished with clean final reports.
- The pin count of the biggest net entering global routing reads 7.
- The synthesized netlist occupies a cell area of roughly 330 sq um.
- The sequential-to-total area share from yosys stat is 0%.
- The part of the power in registers is 0%.
- The routed layout reports a DRC error count of 0.
- The combinational share of power reads 100.0%.
- The library cell with the largest summed area after synthesis reads sky130_fd_sc_hd__ha_1.
- Summing over the stages, the warning tally comes to 32.
- For this block, the routed nets add up to ~1100 um of wire.
- For this run, the top clock speed supported by timing is between 200 and 250 MHz.
- The worst-case setup margin in the final layout reads 1124 ps.
- The post-detailed-route wirelength per cell reads 9.500 um.
- Setup repair after global routing left no endpoint under its margin.
- The via count of the first global-routing pass was about 400.
- The initial detailed-routing violation count is 2.
- The worst endpoint required time is 4640 ps.
- The final design utilization is 19.01%.
- The remaining number of nets flagged by the antenna check after routing reads 0.
- The placed instances occupy a cell area of 649.4 sq um.
- The remaining global-route overflow is 0.
- The switching component of the power reads 22.56 uW.
- The maximum single-stage delay on the critical path is 490 ps.
- The maximum net fanout on the critical path reads 2.
- The number of vias in the routed layout is 392.
- The final timing report derives a shortest allowable period of 4676 ps.
- The count of buffers added by post-CTS timing repair for setup reads 0.
- The internal power of the cells reads 44.43 uW.
- Across the whole layout, storage elements account for 0 sq um.
- From left edge to right edge, the die measures 80 um.
- Yosys reports that the leading cell type by area covers a little over a quarter of the netlist area.
- The commonest cells after synthesis are 7 x sky130_fd_sc_hd__ha_1, 5 x sky130_fd_sc_hd__a21oi_1, 3 x sky130_fd_sc_hd__nand2_1.
- The class of the most critical setup path is input port to primary output.
- Summing all non-filler instances in the final layout gives an area of 649.4 sq um.
- The first detailed-routing pass ran for 2 iterations.
- The report puts the hold buffer count at CTS at 0.
- The layout summary lists the proportion of cells stronger than drive strength 1 as 1.471%.
- For this design, the slowest cell found on the critical path is sky130_fd_sc_hd__clkdlybuf4s50_1.
- The number of pins with negative max-slew slack in the final report reads 0.
- The number of unique standard cell types used by synthesis is 20.
- The initial core utilization is about a tenth.
- The die outline area is 0.006400 sq mm.
- The yosys warning tally is 0.
- The library cell with the highest instance count after synthesis reads sky130_fd_sc_hd__ha_1.
- The launching instance or port of the critical path reads a[0].
- The synthesized instance count reads around 42.
- The data arrival time of the critical path is 3520 ps.
- The number of antenna diodes is 0.
- The initial antenna violation count is 0.
- The number of gates resized after CTS was 0.
- The maximum ir drop on the vdd rail reads 0.03738 mV.
- The measured slew at the worst slew-check pin reads 345.1 ps.
- The area of the core region is 0.003416 sq mm.
- The leakage power total reads 0.0002575 uW.
- The part of the power in the clock network is 0%.
- The critical path capture point type reads a primary output.
- The worst slack after detailed placement reads around 1100 ps.
- The number of sequential cells in the layout is 0.
- According to the Yosys statistics, the synthesized design has a chip area of 331.6 sq um.
- The final number of hold-violating endpoints reads 0.
- The global-route wire length before repair is 1800 um.
- The I/O pin count reads 26.
- On the final layout, the worst hold slack is 3400 ps.
- The tally of buffers added on design ports is 26.
- The post-synthesis area per instance reads roughly 8 sq um.
- The relative slew slack reads 76.40%.
- The detailed placer's ending HPWL reads 1003 um.
- The die outline height is approximately 80 um.
- Traced cell by cell, the critical path runs through clkdlybuf4s50_1, fa_1, fa_1, a21oi_1, nor2_1, nor2_1, xnor2_1, clkdlybuf4s50_1.
- The post-route fraction of the period consumed by the critical path is roughly four fifths.
- The via count normalized by instance count is between 3 and 4.
- The final-layout clock buffer total is 0.
- In this run the core area contains 21 standard-cell rows.
- The final estimated routing congestion in global placement is 0.8053.
- The cell area power density is approximately 100 mW/mm^2.
- In this run switching power makes up 33.68% of total power.
- The run reported a max-capacitance violation count of 0.
- The post-synthesis to final-layout area growth is 95.85%.
- Ranked by total cell area, the synthesized netlist is headed by sky130_fd_sc_hd__ha_1 26%, sky130_fd_sc_hd__fa_1 12%, sky130_fd_sc_hd__a21oi_1 7.5%.
- Per the Yosys statistics, synthesis produced roughly 42 cells.
- The total negative setup slack is 0 ps.
- STA classifies the critical path startpoint as an input port.
- STA reports the tightest min-delay check as being of type input port to primary output.
- The global-route usage over all layers is under 10%.
- The start point of the worst hold path is c_in.
- The count of endpoints failing setup in the final report is 0.
## cells in the final DEF, fill, tap and decap left out
cell type / instances
sky130_fd_sc_hd__clkdlybuf4s50_1: 26
sky130_fd_sc_hd__ha_1: 7
sky130_fd_sc_hd__a21oi_1: 5
sky130_fd_sc_hd__nand2_1: 3
sky130_fd_sc_hd__a21o_1: 2
sky130_fd_sc_hd__nand3_1: 2
sky130_fd_sc_hd__nor2_1: 2
sky130_fd_sc_hd__inv_1: 2
sky130_fd_sc_hd__nor2b_1: 2
sky130_fd_sc_hd__nor3_1: 2
sky130_fd_sc_hd__xnor2_1: 2
sky130_fd_sc_hd__a311o_1: 2
sky130_fd_sc_hd__xor2_1: 2
sky130_fd_sc_hd__fa_1: 2
sky130_fd_sc_hd__o21ai_0: 1
sky130_fd_sc_hd__a2111oi_0: 1
sky130_fd_sc_hd__mux2i_1: 1
sky130_fd_sc_hd__a221oi_1: 1
sky130_fd_sc_hd__inv_2: 1
sky130_fd_sc_hd__nor4_1: 1
sky130_fd_sc_hd__o21bai_1: 1
## per-layer routing
metal | up-vias | share of wire (%) | track usage (%)
met2 | 20 | 34 | 4.735
met5 | - | 0 | 0
met1 | 159 | 54 | 5.103
li1 | 213 | - | -
met3 | 0 | 12 | 1.023
met4 | 0 | 0 | 0
## cell type report
class | count | area [sq um]
multi-input combinational | 39 | 320.3
timing repair buffer | 26 | 260.3
fill | 387 | 2766
tap | 46 | 57.56
inverter | 3 | 11.26
## stage by stage
step	power, uW	instances
finish	66.99	114
CTS	68.70	114
global route	75.61	114
detailed placement	67.88	114
global placement	67.74	114
floorplan	26.51	42
## power groups by stage
stage     registers (uW)  logic [uW]  clock network, uW
6_report               0        67.0                  0
4_1_cts                0        68.7                  0
5_1_grt                0        75.6                  0
## path summary, 6_finish.rpt
kind	endpoint	slack [ps]	cells past startpoint
hold / removal	sum[0]	3400	3
setup / recovery	sum[6]	1120	8
## kinds of logic (layout without fill, tap and decap cells)
kind of cell / Yosys count / in the layout / share of synthesized area, %
XOR/XNOR: 4 / 4 / 10.57
AND/OR/NAND/NOR: 12 / 12 / 17.36
adder cells (fa/ha/maj): 9 / 9 / 38.49
AND-OR/OR-AND: 13 / 13 / 27.17
multiplexers: 1 / 1 / 3.019
buffers and inverters: 3 / 29 / 3.396
## critical path, delay by kind of cell
family                   cells  cell delay (ps)
AND/OR/NAND/NOR              2              220
buffers and inverters        2              920
adder cells (fa/ha/maj)      2              870
AND-OR/OR-AND                1              200
XOR/XNOR                     1              140
No activity file was given, so power comes from the tool's default toggle rates.
