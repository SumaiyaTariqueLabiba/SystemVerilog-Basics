===== ./config.mk =====
export PLATFORM = sky130hd
export DESIGN_NAME = ALU_design
export DESIGN_NICKNAME = ALU_design
export VERILOG_FILES = /design/flow/design.v
export SDC_FILE = /design/flow/constraint.sdc
export NUM_CORES = 4
export LEC_CHECK = 1
export CORE_AREA = 10 10 73 73
export DIE_AREA = 0 0 83 83

===== ./constraint.sdc =====
current_design ALU_design

set clk_period 4.7
set clk_io_pct 0.2

create_clock -name clk0 -period $clk_period

set non_clock_inputs [all_inputs -no_clocks]
set_input_delay [expr $clk_period * $clk_io_pct] -clock clk0 $non_clock_inputs
set_output_delay [expr $clk_period * $clk_io_pct] -clock clk0 [all_outputs]

===== ./design.v =====
module ALU_design(out,sign,carr,zero,in);
  output logic [3:0]out; 
  output logic sign,carr,zero; 
  input logic [11:0]in;
  logic [3:0]A;
  logic [3:0]B;
  logic [4:0]y;
always@(in)
begin
  A=in[3:0];
  B=in[7:4];
  carr=0;
  sign=0;
  if (y[4:0]==0)zero=1;
  else zero = 0;
  out=y[3:0];
  case(in[11:8])
  4'b1101:
     begin
       y=A+B;
       if (y>4'b1111)carr=1;
     end  
  4'b1001:y=A&B;
  4'b0101:y=A[1:0]*B[1:0];
  4'b0001:y=~A;
  4'b1100:y=~(A&B);
  4'b0010:
     begin
        if (B>A)begin
           y=B-A; 
           sign=1;
           end
        else y=A-B;
     end
  4'b0011:y=~(A^B);
  4'b0110:y=~(A|B);
  default y=0;
  endcase
end
endmodule: ALU_design

===== ./run.sh =====
#!/bin/bash
# OpenROAD 26Q1-2900-gdf79404cd8, Yosys 0.63+post, stock flow scripts
make -C /OpenROAD-flow-scripts/flow DESIGN_CONFIG=/design/flow/config.mk WORK_HOME=/design/flow/orfs finish

==> ci_impl_report.md <==
## PnR job results

| Metric | Value |
|---|---|
| Status | finished clean |
| Cell type with the largest total area | ha_1 |
| Die y size | 83 µm |
| DR vias | 982 |
| Cell Int Power | 0.0697 mW |
| Seq share, synth | 0% |
| Yosys Chip Area | 941 µm² |
| Crit-path max FO | 3 |
| Tightest Pin Transition | 0.460 ns |
| Crit start category | primary input |
| Worst ir drop on vdd | 21.2 µV |
| Sequential share of power | 0% |
| Arrival @ worst endpoint | 3.56 ns |
| Die area | 6890 µm² |
| Met3 usage | 0.591% |
| Fin crit share | 95.7% |
| CLK BUF | 0 |
| Ys cells | 126 |
| TritonRoute pass-1 iters | 4 |
| Final Hold Vio Count | 0 |
| CP Capture Type | primary output |
| Maximum clock rate | 0.222 GHz |
| Max_cap viols | 0 |
| Area Growth Syn to Fin | 42.8% |
| Simple-Gate Area Share | 26.5% |
| Type of the tightest min-delay check | primary input to primary output |
| Synth Instances | 126 |
| Core Region | 3740 µm² |
| Final worst path period need | 4.50 ns |
| Psw | 0.0610 mW |
| Grt met1 use | 9.48% |
| Antenna cells | 0 |
| Routed wire length | 2.69 mm |
| GPL Wtd Cong | 0.936 |
| Classification of the worst setup path | primary input to primary output |
| Fp util | 25.1% |
| YS warnings | 1 |
| Antenna violations before repair | 0 |
| Largest net degree at the start of global routing | 10 |
| Share of layout cells above drive strength 1 | 20.1% |
| Detailed Route Iter0 Violations | 58 |
| Critical-path cell list | clkdlybuf4s50_1, inv_2, ha_1, or4_4, o21ai_2, or2_4, mux2_4, o21ai_2, clkdlybuf4s50_1 |
| PwrDens | 97.3 nW/µm² |
| Aoi share | 26.7% |
| Detail Route Antenna Nets | 0 |
| Post-Synth Adder-Cell Area | 30.3% |
| GRT Resource Usage Total | 7.34% |
| Num rows | 22 |
| Worst endpoint required time | 3.76 ns |
| Die span in x | 83 µm |
| Register area | 0 µm² |
| Busiest grt layer | met2 |
| Grt total ovfl | 0 |
| Top area contributor share | 23.9% |
| Num sequential | 0 |
| Max-slew violations | 0 |
| Final setup viols | 0 |
| Final Util | 35.9% |
| PortBufs | 19 |
| Top cells by area | ha_1 24%, fa_1 6.4%, a21oi_1 5.3%, inv_1 5.2%, nor2_1 4.4% |
| Routed wire length per instance | 13.0 µm |
| Pleak | 0.614 nW |
| CP max-delay cell | or4_4 |
| Distinct lib cells used | 39 |
| Avg Cell Area, Syn | 7.47 µm² |
| Number of remaining DRC errors | 0 |
| Largest stage delay, worst path | 0.57 ns |
| Clock network power share | 0% |
| Post-CTS Hold Buffers | 0 |
| Comb pwr share | 100.0% |
| Commonest cells post-synth | 18 x ha_1, 13 x inv_1, 11 x nor2_1 |
| Overall power | 0.131 mW |
| RSZ-0062 raised after global routing | false |
| Sw frac | 46.6% |
| Vias in the first global route | 956 |
| XOR/XNOR Fraction of Synth Area | 3.72% |
| I/O pin total | 19 |
| Hpwl dp | 2.33 mm |
| Vias per cell | 4.74 |
| Tool warnings | 44 |
| Cell with the most instances after synthesis | ha_1 |
| Netlist Area Pre-Place | 941 µm² |
| Met2 usage | 13.5% |
| Area fraction in mux cells | 4.92% |
| Main logic family after synthesis | adder cells |
| Rel. slew slack | 69.3% |
| Global-route wire length before repair | 4.51 mm |
## final cells by class
type	count	area (µm²)
repair buffers	37	335
multi-input cells	109	900
fillers	407	2400
well taps	48	60.1
inverters	13	48.8
## worst max-delay path: cells and delay by family
kind | cells | cell delay, ns
adder cells (fa/ha/maj) | 1 | 0.31
buffers and inverters | 3 | 1.04
AND-OR/OR-AND | 2 | 0.24
AND/OR/NAND/NOR | 2 | 0.73
multiplexers | 1 | 0.30
## through the flow
stage                     setup WS, ns  area (µm²)  instances  hold WS (ns)  TNS (ns)
final                            0.204        1340        207          2.80         0
after global routing            0.0510        1340        207          2.89         0
after CTS                       0.0164        1320        207          3.15         0
after detailed placement       -0.0610        1300        207          3.15   -0.0610
after global placement         -0.0709        1300        207          3.14   -0.0709
after floorplan                   1.13         941        126          2.09         0
## final timing paths
path	from	endpoint	slack (ns)	cells past startpoint
min	in[6]	zero	2.80	9
max	in[2]	out[1]	0.20	9
## power groups by stage
| stage | registers (mW) | logic (mW) | clock network [mW] |
|---|---|---|---|
| CTS | 0 | 0.131 | 0 |
| global route | 0 | 0.145 | 0 |
| finish | 0 | 0.131 | 0 |
## placed cells by master, fill, tap and decap left out, types with 5 or more instances in the layout
cell type / instances
buf_4: 18
nand2b_1: 5
nor2b_1: 5
inv_1: 12
clkdlybuf4s50_1: 15
nor2_1: 11
ha_1: 16
a21oi_1: 10
nand2_1: 5
nand3b_1: 5
## metal layers
layer | share of wire (%) | vias to the layer above | wire, µm
met5 | 0 | - | 0
met4 | 0 | 0 | 0
met3 | 2.4 | 0 | 64
met2 | 50 | 9 | 1330
met1 | 48 | 452 | 1290
li1 | - | 521 | -
## cells by family (layout without fill, tap and decap cells)
| kind of cell | after synthesis | after routing |
|---|---|---|
| compound gates | 37 | 37 |
| xor+xnor | 4 | 4 |
| fa+ha+maj | 21 | 21 |
| buf+inv | 17 | 50 |
| mux | 4 | 4 |
| simple gates | 43 | 43 |
## timing repair
item | CTS | global route
hold endpoints to repair | 0 | 0
gates resized | 2 | 9
buffers inserted | 0 | 0
endpoints found under the setup margin | 1 | 2
pin swaps | 1 | 4
Power and IR drop assume default switching activity.
