==> design/flow/design.v <==
module ram_design(input logic clk,
                  input logic en_a, en_b,  
                  input logic [4:0] addr_a, addr_b,
                  input logic [7:0] data_in_a, data_in_b,
                  output logic [7:0] data_out_a, data_out_b
                  );
  logic [7:0] ram [31:0];
  always@(posedge clk)    
    if(en_a) begin
      ram [addr_a] <= data_in_a;  
      data_out_a <= data_in_a;
    end
    else begin 
      data_out_a <= ram [addr_a];  
    end
  always@(posedge clk)   
    if(en_b) begin
      ram [addr_b] <= data_in_b;
      data_out_b <= data_in_b;
    end
    else begin 
      data_out_b <= ram [addr_b];
    end
endmodule:ram_design
==> design/flow/run.sh <==
#!/bin/bash
# OpenROAD 26Q1-2900-gdf79404cd8, Yosys 0.63+post, stock flow scripts
make -C /OpenROAD-flow-scripts/flow DESIGN_CONFIG=/design/flow/config.mk WORK_HOME=/design/flow/orfs finish
==> design/flow/config.mk <==
export PLATFORM = sky130hd
export DESIGN_NAME = ram_design
export DESIGN_NICKNAME = ram_design
export VERILOG_FILES = /design/flow/design.v
export SDC_FILE = /design/flow/constraint.sdc
export NUM_CORES = 4
export LEC_CHECK = 1
export CORE_UTILIZATION = 40
==> design/flow/constraint.sdc <==
current_design ram_design

set clk_period 4.5
set clk_io_pct 0.2

create_clock -name clk0 -period $clk_period [get_ports {clk}]

set non_clock_inputs [all_inputs -no_clocks]
set_input_delay [expr $clk_period * $clk_io_pct] -clock clk0 $non_clock_inputs
set_output_delay [expr $clk_period * $clk_io_pct] -clock clk0 [all_outputs]
==> out/metrics.yaml <==
global_routing:
  grt_pass1_vias: 10983
  grt_most_used_layer: "met2"
  globalRouteMet1Util_pct: 40.7
  grt_start_max_net_pins: 40
  initial_antenna_violation_count: 1
  first_pass_grt_wire_length_um: 77300
  groute.layer.met2.usage_pct: 41.8
  grt_remaining_overflow: 0
  grt_usage_pct: 28.4
  grt_met3_use_pct: 13.3
die:
  placementRows: 72
  dieArea_sq_um: 40800
  fp-utilization_pct: 41.0
  floorplan.die.height_um: 202
  floorplan.io_pins: 45
  die-width_um: 202
  core-area_sq_um: 39000
clocking:
  htree_num_levels: 1
  cts-root-to-sink-buffers: 3
  cell_resize_tally_after_clock_tree_synthesis: 0
  clock_tree_root_driver_cell: "clkbuf_16"
  numClockSinks: 272
  clkTransAtPathRegs_ns: 0.06
  holdBufCountCts: 0
  cts_tree: "yes"
  cts_setup_buffers: 0
  cts-buffers-inserted: 30
  worst_skew_pair.late_latency_ns: 0.58
logic_synthesis:
  async_reset_ff_share_pct: 0
  synth_cell_type_count: 48
  synth.largest_area_cell: "edfxtp_1"
  synth-cells-yosys: 1155
  synth-edff-count: 256
  synth-seq-cells: 272
  topCellsByArea: "edfxtp_1 48%, mux2_2 14%, mux4_2 14%"
  cell_area_after_synthesis_sq_um: 16000
  synth_area_per_cell_sq_um: 13.9
  yosys_warnings: 1
  yosys-stat-area_sq_um: 16000
  synth_seq_share_pct: 50.1
  synthesis.instances: 1155
  ys.flop_type: "edfxtp_1"
  synth.top_cell.area_share_pct: 48.1
min_path:
  worstHoldStart: "ram[17][4]"
  hp-class: "flip-flop to flip-flop"
  min_path_cells: 3
  worst_hold_path.endpoint: "data_out_a[4]"
critical_path:
  worstSetupEndpointType: "flip-flop"
  r2r_slack_ns: 2.39
  regToRegStartpoint: "ram[23][5]"
  crit_path_max_fanout: 15
  critical_path_arrival_ns: 3.51
  critical_path_class: "input pin to flip-flop"
  r2r_cells: 5
  timing.critical_path.from_type: "input pin"
  worst-endpoint-required_ns: 4.78
  reg2reg_to: "data_out_b[5]"
place:
  detailed_place_hpwl_um: 35700
  buffer_ports.inserted: 44
  place_congestion: 1.03
  placed_cells: 1675
final_timing:
  report.final.slew_viol_count: 0
  max_freq_ghz: 0.309
  tightestPinTransition_ns: 0.950
  finalWorstPathRequiredPeriod_ns: 3.23
  fin_worst_skew_ns: 0.00963
  final.setup.tns_ns: 0
  grt_setup_unrepaired: "no"
  post-route-period-util_pct: 71.9
  relSlewSlack_pct: 36.5
  final-setup-viol-count: 0
  finalHoldViolations: 0
routing:
  post_drt_via_cell_ratio: 6.27
  drt_first_iter_violations: 825
  wl_per_cell_um: 30.7
  detail-route-antenna-nets: 0
  drc_errors: 0
  totalWireLength_um: 53100
  detailroute.via_count: 10865
  dr.pass1.iters: 7
cells_and_area:
  fillers: 3406
  final-instance-count-excl-fill: 1732
  syn2layout_area_growth_pct: 12.9
  postLayoutCoreUtil_pct: 46.3
  layout-drive-gt1-share_pct: 38.1
power_and_ir_drop:
  switching_share_pct: 24.4
  seqPwrFrac_pct: 46.8
  internal_power_mw: 4.65
  switching_power_mw: 1.50
  power_frac_clock_pct: 40.2
  power.ir.vdd_worst_mv: 0.222
  power_leakage_nw: 5.89
  power_density_nw_per_um2: 340
  power_frac_comb_pct: 12.9
run_status:
  status: "completed"
run:
  log.warning_count: 25
  timing.max_cap.violations: 0
[power groups by stage]
stage	combinational [mW]	clock [mW]	sequential, mW
global route	0.839	2.62	2.88
CTS	0.788	2.52	2.88
finish	0.795	2.47	2.88
[how the worst max path moves through the flow]
stage         start   endpoint
CTS            en_a  ram[8][1]
finish         en_a  ram[8][2]
global route   en_a  ram[8][4]
[worst max-delay path, stage by stage]
cell and delay, ns:
clkdlybuf4s50_1 0.67, inv_2 0.21, or3_1 0.58, or3_1 0.66, o21ai_0 0.23, buf_4 0.25
[Yosys cell counts (3+ instances only)]
master and count:
a21oi_1 14, a22o_1 6, a22oi_1 25, a31oi_1 3
a32oi_1 5, a41oi_1 7, and3_1 3, buf_1 3
buf_2 30, buf_4 14, clkbuf_1 65, dfxtp_1 16
edfxtp_1 256, inv_1 3, mux2_2 204, mux2_4 9
mux2i_1 67, mux4_2 98, nand2_1 92, nand2b_1 9
nand3_1 20, nand4_1 10, nor2_1 25, nor2_2 24
nor2b_1 14, nor3_1 6, o21ai_0 62, o22ai_1 26
o32a_1 4, or3_1 8
[layout by cell type, fill, tap and decap left out, types with 3 or more instances in the layout]
| cell type | netlist | layout |
|---|---|---|
| and3_1 | 3 | 3 |
| nand4_1 | 10 | 10 |
| nor2b_1 | 14 | 14 |
| mux2i_1 | 67 | 67 |
| or3_1 | 8 | 8 |
| nor2_2 | 24 | 24 |
| edfxtp_1 | 256 | 256 |
| buf_4 | 14 | 76 |
| mux2_2 | 204 | 204 |
| o32a_1 | 4 | 4 |
| inv_1 | 3 | 3 |
| nand2b_1 | 9 | 9 |
| a31oi_1 | 3 | 3 |
| clkinv_2 | 0 | 7 |
| clkdlybuf4s50_1 | 0 | 39 |
| a32oi_1 | 5 | 5 |
| nor3_1 | 6 | 6 |
| bufinv_16 | 0 | 3 |
| o22ai_1 | 26 | 26 |
| mux4_2 | 98 | 98 |
| dfxtp_1 | 16 | 16 |
| o21ai_0 | 62 | 62 |
| clkbuf_16 | 0 | 31 |
| a22o_1 | 6 | 6 |
| mux2_4 | 9 | 9 |
| a22oi_1 | 25 | 25 |
| nand2_1 | 92 | 92 |
| nand3_1 | 20 | 20 |
| clkinv_1 | 1 | 4 |
| clkbuf_1 | 65 | 10 |
| nor2_1 | 25 | 25 |
| a21oi_1 | 14 | 14 |
| a41oi_1 | 7 | 7 |
[layout make-up]
class / count / area [sq um] / share of cell area [%]
tap: 518 / 648 / 3.59
antenna: 1 / 2.50 / 0.0139
inverter: 6 / 22.5 / 0.125
clock inverter: 13 / 136 / 0.755
multi-input combinational: 763 / 7430 / 41.2
sequential: 272 / 8010 / 44.3
timing repair buffer: 116 / 966 / 5.35
clock buffer: 43 / 841 / 4.66
[logic make-up after synthesis]
logic type | after synthesis | synth area share, %
buf+inv | 120 | 3.47
compound gates | 165 | 6.62
mux | 378 | 33.2
simple gates | 220 | 6.66
flops | 272 | 50.1
[sequential cells by signal, summed over array words and instances (netlist names)]
register,count
ram,256
data_out_a,8
data_out_b,8
[through the flow]
stage          instance area, sq um  worst slack [ns]  hold WS, ns  power [mW]
6_report                      18100              1.27        0.851        6.14
3_3_place_gp                  17100             0.742        0.821        3.71
4_1_cts                       18100              1.34        0.852        6.18
5_1_grt                       18100              1.25        0.880        6.34
2_1_floorplan                 16000              1.52        0.689        3.40
3_5_place_dp                  17100             0.743        0.838        3.71
[metal layers]
| metal | vias up | wire length [um] | share of wire (%) |
|---|---|---|---|
| li1 | 4670 | - | - |
| met1 | 5550 | 20600 | 39 |
| met2 | 564 | 24600 | 46 |
| met3 | 81 | 6330 | 12 |
| met4 | 0 | 1570 | 3.0 |
| met5 | - | 0 | 0 |
No activity file was given, so power comes from the tool's default toggle rates.
